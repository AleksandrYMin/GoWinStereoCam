**design/flow/design.v**
```verilog
module vga_timing(
	input                 clk,            
	input                 rst,            
	output                hs,             
	output                vs,             
	output                de,             
	output reg [9:0] active_x,               
	output reg [9:0] active_y              
	);
parameter H_ACTIVE = 16'd1280;            
parameter H_FP = 16'd110;                 
parameter H_SYNC = 16'd40;                
parameter H_BP = 16'd220;                 
parameter V_ACTIVE = 16'd720;             
parameter V_FP  = 16'd5;                  
parameter V_SYNC  = 16'd5;                
parameter V_BP  = 16'd20;                 
parameter HS_POL = 1'b1;                  
parameter VS_POL = 1'b1;                  
parameter H_TOTAL = H_ACTIVE + H_FP + H_SYNC + H_BP; 
parameter V_TOTAL = V_ACTIVE + V_FP + V_SYNC + V_BP; 
reg hs_reg;                       
reg vs_reg;                       
reg[11:0] h_cnt;                  
reg[11:0] v_cnt;                  
reg h_active;                     
reg v_active;                     
assign hs = hs_reg;
assign vs = vs_reg;
assign de = h_active & v_active;
always@(posedge clk or posedge rst)
begin
	if(rst == 1'b1)
		h_cnt <= 12'd0;
	else if(h_cnt == H_TOTAL - 1) 
		h_cnt <= 12'd0;
	else
		h_cnt <= h_cnt + 12'd1;
end
always@(posedge clk)
begin
	if(h_cnt >= H_FP + H_SYNC + H_BP) 
		active_x <= h_cnt - (H_FP[11:0] + H_SYNC[11:0] + H_BP[11:0]);
	else
		active_x <= active_x;
end
always@(posedge clk)
begin	
	if(v_cnt >= V_FP + V_SYNC + V_BP) 
		active_y <= v_cnt - (V_FP[11:0] + V_SYNC[11:0] + V_BP[11:0]);
	else
		active_y <= active_y;
end
always@(posedge clk or posedge rst)
begin
	if(rst == 1'b1)
		v_cnt <= 12'd0;
	else if(h_cnt == H_FP  - 1) 
		if(v_cnt == V_TOTAL - 1) 
			v_cnt <= 12'd0;
		else
			v_cnt <= v_cnt + 12'd1;
	else
		v_cnt <= v_cnt;
end
always@(posedge clk or posedge rst)
begin
	if(rst == 1'b1)
		hs_reg <= 1'b0;
	else if(h_cnt == H_FP - 1) 
		hs_reg <= HS_POL;
	else if(h_cnt == H_FP + H_SYNC - 1) 
		hs_reg <= ~hs_reg;
	else
		hs_reg <= hs_reg;
end
always@(posedge clk or posedge rst)
begin
	if(rst == 1'b1)
		h_active <= 1'b0;
	else if(h_cnt == H_FP + H_SYNC + H_BP - 1) 
		h_active <= 1'b1;
	else if(h_cnt == H_TOTAL - 1) 
		h_active <= 1'b0;
	else
		h_active <= h_active;
end
always@(posedge clk or posedge rst)
begin
	if(rst == 1'b1)
		vs_reg <= 1'd0;
	else if((v_cnt == V_FP - 1) && (h_cnt == H_FP - 1)) 
		vs_reg <= HS_POL;
	else if((v_cnt == V_FP + V_SYNC - 1) && (h_cnt == H_FP - 1)) 
		vs_reg <= ~vs_reg;  
	else
		vs_reg <= vs_reg;
end
always@(posedge clk or posedge rst)
begin
	if(rst == 1'b1)
		v_active <= 1'd0;
	else if((v_cnt == V_FP + V_SYNC + V_BP - 1) && (h_cnt == H_FP - 1)) 
		v_active <= 1'b1;
	else if((v_cnt == V_TOTAL - 1) && (h_cnt == H_FP - 1))  
		v_active <= 1'b0;   
	else
		v_active <= v_active;
end
endmodule 
```
**design/flow/config.mk**
```make
export PLATFORM = sky130hd
export DESIGN_NAME = vga_timing
export DESIGN_NICKNAME = vga_timing
export VERILOG_FILES = /design/flow/design.v
export SDC_FILE = /design/flow/constraint.sdc
export NUM_CORES = 4
export LEC_CHECK = 1
export CORE_UTILIZATION = 50
```
**design/flow/run.sh**
```bash
#!/bin/bash
# OpenROAD 26Q1-2900-gdf79404cd8, Yosys 0.63+post, stock flow scripts
make -C /OpenROAD-flow-scripts/flow DESIGN_CONFIG=/design/flow/config.mk WORK_HOME=/design/flow/orfs finish
```
**design/flow/constraint.sdc**
```tcl
current_design vga_timing

set clk_period 3.7
set clk_io_pct 0.2

create_clock -name clk0 -period $clk_period [get_ports {clk}]

set non_clock_inputs [all_inputs -no_clocks]
set_input_delay [expr $clk_period * $clk_io_pct] -clock clk0 $non_clock_inputs
set_output_delay [expr $clk_period * $clk_io_pct] -clock clk0 [all_outputs]
```
==> notes.org <==
* Implementation run

** Status
- The flow ran to the end, and the final reports show no timing, DRC or antenna violations.

** Placement
- HPWL reported at the end of detailed placement :: 3.20 mm
- Number of placed instances with taps included :: 311
- Pre-CTS setup slack :: between 1.5 and 2 ns
- Routability congestion estimate from global placement :: roughly 0.87
- Count of buffers from port buffering :: 24
- Total placed instance area :: 2780 um2

** Worst setup path
- The critical path maximum fanout is 12.
- STA classifies the critical path startpoint as a flop.
- Crit path required time :: approximately 3.9 ns
- For reference, the most critical setup path is categorized as flop to flop.
- Looking at the critical path, the single cell with the biggest stage delay is sky130_fd_sc_hd__a2111oi_0.
- STA classifies the critical path endpoint as a flop.
- Buf/Inv on CP :: 1
- Per STA, the worst path is made up of inv_1 > ha_1 > and4bb_1 > nand4_1 > a2111oi_0 > mux2_2.
- On the worst path, the slowest cell contributes a delay of ~0.48 ns.
- For the worst setup path, the data arrival time is 2.43 ns.
- Broken down by cell family, the worst path's largest delay share belongs to simple AND/OR/NAND/NOR gates.

** Detailed routing
- The DRC violation total left in the routed layout is recorded as 0.
- DR pass1 iterations :: 4
- Detail-routed via count per cell :: 5.40
- Wire length after detailed routing :: about 4.4 mm
- The routed layout has between 1500 and 2000 vias.
- The routed design shows a wire length per standard cell of about 14 um.
- Antenna viol nets, final :: 0
- Antenna repair during routing inserted a diode count of 0.
- DR iter-0 viols :: a little under 70

** Clocking
- Buffer levels on the longest clock path :: 2
- The clock reaches the later pin of the worst-skew pair after between 0.2 and 0.3 ns.
- Hold buffer count at cts :: 0
- Clock tree sinks :: between 40 and 50
- H-tree depth reported by CTS :: 2
- In this run, post-CTS repair resized a total of 0 instances.
- Buffers added to address setup during post-CTS repair amount to 0.
- Clock tree synthesis inserted a total of 5 buffers.
- Per the post-CTS timing run, clock transition at the registers of the reported paths is approximately 0.08 ns.
- The root buffer cell chosen for the clock tree is sky130_fd_sc_hd__clkbuf_8.
- TritonCTS built the clock tree.

** Yosys
- Yosys reported that registers with async set or reset make up 0.583.
- Tally of unique sky130hd cells used after synthesis :: between 40 and 50
- A synthesized cell averages between 10 and 15 um2.
- Flops after synth :: about 48
- Syn Std Cell Area :: between 2000 and 3000 um2
- Cell count after synthesis :: 233
- Number of warning messages in the yosys log :: 1
- Prevailing post-synth register cell :: sky130_fd_sc_hd__dfrtp_1
- Number of enable-type register cells in the synthesized netlist :: 20
- Yosys reports a chip area of 2510 um2.
- Of the synthesized area, sequential elements account for 0.518.
- The synth_stat.txt file lists the number of cells as ~230.

** Power and ir drop
- The highest supply drop recorded on VDD is 0.000232 V.
- P per Cell Area :: between 300 and 400 nW/um2
- Sw power :: between 150 and 200 uW
- Internal power comes to roughly 750 uW.
- Of the total power, the clock network draws 0.393.
- Switching power as a fraction of the total was reported as 0.181.
- Total Power Consumption :: just over 900 uW
- Of the total power, registers draw 0.599.
- Portion of total power attributed to combinational logic :: 0.008
- The script extracted a total leakage power of ~1.2 nW.

** Job
- The report counts max-capacitance violations totalling 0.
- The stage logs contain a warning count of 32.

** Timing
- Based on the critical path, the design can be clocked at up to ~0.46 GHz.
- Max-slew violation count :: 0
- The routed design could run at a clock period as short as approximately 2.2 ns.
- At the pin with the least slew margin, the transition time is around 0.54 ns.
- Headroom to the max-slew limit came out at 0.641.
- Worst clock skew :: about 0.0048 ns
- In the final timing run, aggregate negative setup slack is 0 ns.
- Tightest hold margin :: between 0.4 and 0.5 ns
- Setup slack closes at between 1.5 and 2 ns.
- Setup violations remaining at the end of the flow were counted as 0.
- Setup repair after global routing left no endpoint under its margin.
- Counting endpoints that fail hold in the final report gives 0.
- Dividing the final minimum period by the clock period gives 0.593.

** Layout
- Fin area :: 2880 um2
- After filler insertion, the fill cell instance count of the layout stands at 363.
- Final Util :: 0.602
- Once layout is complete, the cells apart from fillers number around 320.
- Registers with the most flip-flops :: h_cnt x12, v_cnt x12
- The flow measured a signed area growth from synthesis to layout of 14.7%.
- Per the final layout report, the fraction of cells sized above drive strength 1 comes to 0.0714.
- Counting only logic cells after layout, the most numerous master is sky130_fd_sc_hd__dfrtp_1.
- Most used cells in the layout excluding fill and tap cells :: 28 x sky130_fd_sc_hd__dfrtp_1, 24 x sky130_fd_sc_hd__clkdlybuf4s50_1, 20 x sky130_fd_sc_hd__edfxtp_1

** Die
- From bottom edge to top edge, the die measures approximately 73 um.
- 25 I/O pins were placed.
- According to the floorplan log, the row count is 25.
- According to the floorplan report, the total die area is between 5000 and 6000 um2.
- Chip width :: approximately 73 um
- The floorplan step defined a core boundary enclosing around 4800 um2.
- Init Core Util :: 0.525

** Global route
- The first global-routing pass estimated approximately 7.8 mm of wire.
- Number of antenna violations at the first check in global routing :: 0
- The number of global-route vias before repair is 1616.
- Global route overflow :: 0
- Overall routing resource usage :: 0.197
- Pin count of the biggest net entering global routing :: 29

** Min path
- In this run the worst hold path is classified as flop to flop.
layout make-up:
type	count	area (um2)	share of cell area
multi-input cells	158	1090	0.379
clock buffers	6	72.6	0.0252
flip-flops and latches	48	1300	0.451
repair buffers	25	248	0.0859
well taps	67	83.8	0.0291
clock inverters	2	35.0	0.0122
inverters	13	48.8	0.0169
cell usage after synthesis, types with 3 or more instances:
cell type,n,area [um2]
sky130_fd_sc_hd__a21oi_1,5,25.0
sky130_fd_sc_hd__and3_1,5,31.3
sky130_fd_sc_hd__buf_2,8,40.0
sky130_fd_sc_hd__clkbuf_1,5,18.8
sky130_fd_sc_hd__dfrtp_1,28,701
sky130_fd_sc_hd__edfxtp_1,20,601
sky130_fd_sc_hd__ha_1,10,125
sky130_fd_sc_hd__inv_1,13,48.8
sky130_fd_sc_hd__nand2_1,19,71.3
sky130_fd_sc_hd__nand3_1,10,50.1
sky130_fd_sc_hd__nand3b_1,3,22.5
sky130_fd_sc_hd__nand4_1,5,31.3
sky130_fd_sc_hd__nor2_1,17,63.8
sky130_fd_sc_hd__nor3_1,6,30.0
sky130_fd_sc_hd__o21ai_0,4,20.0
sky130_fd_sc_hd__o21ai_1,5,25.0
sky130_fd_sc_hd__o31ai_1,4,30.0
sky130_fd_sc_hd__xnor2_1,12,105
sky130_fd_sc_hd__xor2_1,14,123
power by group through the flow:
stage     registers [mW]  logic (mW)  clock network (mW)
6_report           0.551     0.00750               0.361
5_1_grt            0.551     0.00920               0.395
4_1_cts            0.551     0.00816               0.371
routing by layer:
metal	track usage	wire [um]	part of all wire	vias up
met2	0.256	1800	0.41	63
met5	0	0	0	-
met1	0.358	2240	0.51	794
met3	0.0448	300	0.068	5
met4	0.0218	55	0.013	0
li1	-	-	-	861
worst paths after layout:
path	from	endpoint	slack [ns]	cells after the start
max	h_cnt[1]$_DFF_PP0_	vs_reg$_DFFE_PP0P_	1.51	6
min	hs_reg$_DFFE_PP0P_	hs_reg$_DFFE_PP0P_	0.50	1
max reg2reg	h_cnt[1]$_DFF_PP0_	vs_reg$_DFFE_PP0P_	1.51	6
min reg2reg	hs_reg$_DFFE_PP0P_	hs_reg$_DFFE_PP0P_	0.50	1
max in group asynchronous	rst	h_cnt[2]$_DFF_PP0_	2.64	3
min in group asynchronous	rst	v_cnt[4]$_DFFE_PP0P_	0.80	3
cells by family (layout without fill, tap and decap cells):
group | Yosys count | after routing | share of synthesized area
multiplexers | 2 | 2 | 0.00896
AND/OR/NAND/NOR | 90 | 90 | 0.208
XOR/XNOR | 26 | 26 | 0.0906
adder cells (fa/ha/maj) | 10 | 10 | 0.0498
flip-flops | 48 | 48 | 0.518
AND-OR/OR-AND | 30 | 30 | 0.0777
buffers and inverters | 27 | 46 | 0.0473
Power is estimated from default activity; no workload was simulated.
