$ cat flow/run.sh
#!/bin/bash
# OpenROAD 26Q1-2900-gdf79404cd8, Yosys 0.63+post, stock flow scripts
make -C /OpenROAD-flow-scripts/flow DESIGN_CONFIG=/design/flow/config.mk WORK_HOME=/design/flow/orfs finish
$ cat flow/config.mk
export PLATFORM = sky130hd
export DESIGN_NAME = testpattern
export DESIGN_NICKNAME = testpattern
export VERILOG_FILES = /design/flow/design.v
export SDC_FILE = /design/flow/constraint.sdc
export NUM_CORES = 4
export LEC_CHECK = 1
export CORE_UTILIZATION = 50
$ cat flow/constraint.sdc
current_design testpattern

set clk_period 8.9
set clk_io_pct 0.2

create_clock -name clk0 -period $clk_period [get_ports {I_pxl_clk}]

set non_clock_inputs [all_inputs -no_clocks]
set_input_delay [expr $clk_period * $clk_io_pct] -clock clk0 $non_clock_inputs
set_output_delay [expr $clk_period * $clk_io_pct] -clock clk0 [all_outputs]
$ cat flow/design.v
module testpattern
(
	input              I_pxl_clk   , 
    input              I_rst_n     , 
    input      [2:0]   I_mode      , 
    input      [7:0]   I_single_r  ,
    input      [7:0]   I_single_g  ,
    input      [7:0]   I_single_b  ,
    input      [11:0]  I_h_total   , 
    input      [11:0]  I_h_sync    , 
    input      [11:0]  I_h_bporch  , 
    input      [11:0]  I_h_res     , 
    input      [11:0]  I_v_total   , 
    input      [11:0]  I_v_sync    , 
    input      [11:0]  I_v_bporch  , 
    input      [11:0]  I_v_res     , 
    input              I_hs_pol    , 
    input              I_vs_pol    , 
    output             O_de        ,   
    output reg         O_hs        , 
    output reg         O_vs        , 
    output     [7:0]   O_data_r    ,    
    output     [7:0]   O_data_g    ,
    output     [7:0]   O_data_b    
); 
localparam N = 5;  
localparam	WHITE	= {8'd255 , 8'd255 , 8'd255 }; 
localparam	YELLOW	= {8'd0   , 8'd255 , 8'd255 };
localparam	CYAN	= {8'd255 , 8'd255 , 8'd0   };
localparam	GREEN	= {8'd0   , 8'd255 , 8'd0   };
localparam	MAGENTA	= {8'd255 , 8'd0   , 8'd255 };
localparam	RED		= {8'd0   , 8'd0   , 8'd255 };
localparam	BLUE	= {8'd255 , 8'd0   , 8'd0   };
localparam	BLACK	= {8'd0   , 8'd0   , 8'd0   };
reg  [11:0]   V_cnt     ;
reg  [11:0]   H_cnt     ;
wire          Pout_de_w    ;                          
wire          Pout_hs_w    ;
wire          Pout_vs_w    ;
reg  [N-1:0]  Pout_de_dn   ;                          
reg  [N-1:0]  Pout_hs_dn   ;
reg  [N-1:0]  Pout_vs_dn   ;
wire 		  De_pos;
wire 		  De_neg;
wire 		  Vs_pos;
reg  [11:0]   De_vcnt     ;
reg  [11:0]   De_hcnt     ;
reg  [11:0]   De_hcnt_d1  ;
reg  [11:0]   De_hcnt_d2  ;
reg  [11:0]   Color_trig_num; 
reg           Color_trig    ;
reg  [3:0]    Color_cnt     ;
reg  [23:0]   Color_bar     ;
reg           Net_h_trig;
reg           Net_v_trig;
wire [1:0]    Net_pos   ;
reg  [23:0]   Net_grid  ;
reg  [23:0]   Gray;
reg  [23:0]   Gray_d1;
wire [23:0]   Single_color;
wire [23:0]   Data_sel;
reg  [23:0]   Data_tmp ;
always@(posedge I_pxl_clk or negedge I_rst_n)
begin
	if(!I_rst_n)
		V_cnt <= 12'd0;
	else     
		begin
			if((V_cnt >= (I_v_total-1'b1)) && (H_cnt >= (I_h_total-1'b1)))
				V_cnt <= 12'd0;
			else if(H_cnt >= (I_h_total-1'b1))
				V_cnt <=  V_cnt + 1'b1;
			else
				V_cnt <= V_cnt;
		end
end
always @(posedge I_pxl_clk or negedge I_rst_n)
begin
	if(!I_rst_n)
		H_cnt <=  12'd0; 
	else if(H_cnt >= (I_h_total-1'b1))
		H_cnt <=  12'd0 ; 
	else 
		H_cnt <=  H_cnt + 1'b1 ;           
end
assign  Pout_de_w = ((H_cnt>=(I_h_sync+I_h_bporch))&(H_cnt<=(I_h_sync+I_h_bporch+I_h_res-1'b1)))&
                    ((V_cnt>=(I_v_sync+I_v_bporch))&(V_cnt<=(I_v_sync+I_v_bporch+I_v_res-1'b1))) ;
assign  Pout_hs_w =  ~((H_cnt>=12'd0) & (H_cnt<=(I_h_sync-1'b1))) ;
assign  Pout_vs_w =  ~((V_cnt>=12'd0) & (V_cnt<=(I_v_sync-1'b1))) ;  
always@(posedge I_pxl_clk or negedge I_rst_n)
begin
	if(!I_rst_n)
		begin
			Pout_de_dn  <= {N{1'b0}};                          
			Pout_hs_dn  <= {N{1'b1}};
			Pout_vs_dn  <= {N{1'b1}}; 
		end
	else 
		begin
			Pout_de_dn  <= {Pout_de_dn[N-2:0],Pout_de_w};                          
			Pout_hs_dn  <= {Pout_hs_dn[N-2:0],Pout_hs_w};
			Pout_vs_dn  <= {Pout_vs_dn[N-2:0],Pout_vs_w}; 
		end
end
assign O_de = Pout_de_dn[4]; 
always@(posedge I_pxl_clk or negedge I_rst_n)
begin
	if(!I_rst_n)
		begin                        
			O_hs  <= 1'b1;
			O_vs  <= 1'b1; 
		end
	else 
		begin                         
			O_hs  <= I_hs_pol ? ~Pout_hs_dn[3] : Pout_hs_dn[3] ;
			O_vs  <= I_vs_pol ? ~Pout_vs_dn[3] : Pout_vs_dn[3] ;
		end
end
assign De_pos	= !Pout_de_dn[1] & Pout_de_dn[0];  
assign De_neg	= Pout_de_dn[1] && !Pout_de_dn[0]; 
assign Vs_pos	= !Pout_vs_dn[1] && Pout_vs_dn[0]; 
always @(posedge I_pxl_clk or negedge I_rst_n)
begin
	if(!I_rst_n)
		De_hcnt <= 12'd0;
	else if (De_pos == 1'b1)
		De_hcnt <= 12'd0;
	else if (Pout_de_dn[1] == 1'b1)
		De_hcnt <= De_hcnt + 1'b1;
	else
		De_hcnt <= De_hcnt;
end
always @(posedge I_pxl_clk or negedge I_rst_n)
begin
	if(!I_rst_n) 
		De_vcnt <= 12'd0;
	else if (Vs_pos == 1'b1)
		De_vcnt <= 12'd0;
	else if (De_neg == 1'b1)
		De_vcnt <= De_vcnt + 1'b1;
	else
		De_vcnt <= De_vcnt;
end
always @(posedge I_pxl_clk or negedge I_rst_n)
begin
	if(!I_rst_n)
		Color_trig_num <= 12'd0;
	else if (Pout_de_dn[1] == 1'b0)
		Color_trig_num <= I_h_res[11:3];  
	else if ((Color_trig == 1'b1) && (Pout_de_dn[1] == 1'b1))
		Color_trig_num <= Color_trig_num + I_h_res[11:3];
	else
		Color_trig_num <= Color_trig_num;
end
always @(posedge I_pxl_clk or negedge I_rst_n)
begin
	if(!I_rst_n)
		Color_trig <= 1'b0;
	else if (De_hcnt == (Color_trig_num-1'b1)) 
		Color_trig <= 1'b1;
	else
		Color_trig <= 1'b0;
end
always @(posedge I_pxl_clk or negedge I_rst_n)
begin
	if(!I_rst_n)
		Color_cnt <= 3'd0;
	else if (Pout_de_dn[1] == 1'b0)
		Color_cnt <= 3'd0;
	else if ((Color_trig == 1'b1) && (Pout_de_dn[1] == 1'b1))
		Color_cnt <= Color_cnt + 1'b1;
	else
		Color_cnt <= Color_cnt;
end
always @(posedge I_pxl_clk or negedge I_rst_n)
begin
	if(!I_rst_n)
		Color_bar <= 24'd0;
	else if(Pout_de_dn[2] == 1'b1)
		case(Color_cnt)
			3'd0	:	Color_bar	<=	WHITE  ;
			3'd1	:	Color_bar	<=	YELLOW ;
			3'd2	:	Color_bar	<=	CYAN   ;
			3'd3	:	Color_bar	<=	GREEN  ;
			3'd4	:	Color_bar	<=	MAGENTA;
			3'd5	:	Color_bar	<=	RED    ;
			3'd6	:	Color_bar	<=	BLUE   ;
			3'd7	:	Color_bar	<=	BLACK  ;
			default	:	Color_bar	<=	BLACK  ;
		endcase
	else
		Color_bar	<=	BLACK  ;
end
always @(posedge I_pxl_clk or negedge I_rst_n)
begin
	if(!I_rst_n)
		Net_h_trig <= 1'b0;
	else if (((De_hcnt[4:0] == 5'd0) || (De_hcnt == (I_h_res-1'b1))) && (Pout_de_dn[1] == 1'b1))
		Net_h_trig <= 1'b1;
	else
		Net_h_trig <= 1'b0;
end
always @(posedge I_pxl_clk or negedge I_rst_n)
begin
	if(!I_rst_n)
		Net_v_trig <= 1'b0;
	else if (((De_vcnt[4:0] == 5'd0) || (De_vcnt == (I_v_res-1'b1))) && (Pout_de_dn[1] == 1'b1))
		Net_v_trig <= 1'b1;
	else
		Net_v_trig <= 1'b0;
end
assign Net_pos = {Net_v_trig,Net_h_trig};
always @(posedge I_pxl_clk or negedge I_rst_n)
begin
	if(!I_rst_n)
		Net_grid <= 24'd0;
	else if(Pout_de_dn[2] == 1'b1)
		case(Net_pos)
			2'b00	:	Net_grid	<=	BLACK  ;
			2'b01	:	Net_grid	<=	RED    ;
			2'b10	:	Net_grid	<=	RED    ;
			2'b11	:	Net_grid	<=	RED    ;
			default	:	Net_grid	<=	BLACK  ;
		endcase
	else
		Net_grid	<=	BLACK  ;
end
always @(posedge I_pxl_clk or negedge I_rst_n)
begin
	if(!I_rst_n)
		Gray <= 24'd0;
	else
		Gray <= {De_hcnt[7:0],De_hcnt[7:0],De_hcnt[7:0]};
end
always @(posedge I_pxl_clk or negedge I_rst_n)
begin
	if(!I_rst_n)
		Gray_d1 <= 24'd0;
	else
		Gray_d1 <= Gray;
end
assign Single_color = {I_single_b,I_single_g,I_single_r};
assign Data_sel = (I_mode[2:0] == 3'b000) ? Color_bar		: 
                  (I_mode[2:0] == 3'b001) ? Single_color	: 
                  (I_mode[2:0] == 3'b010) ? Gray_d1    		: 
				  (I_mode[2:0] == 3'b011) ? Net_grid    	: BLUE;
always @(posedge I_pxl_clk or negedge I_rst_n)
begin
	if(!I_rst_n) 
		Data_tmp <= 24'd0;
	else
		Data_tmp <= Data_sel;
end
assign O_data_r = Data_tmp[ 7: 0];
assign O_data_g = Data_tmp[15: 8];
assign O_data_b = Data_tmp[23:16];
endmodule       
==> deck_impl_summary.md <==
Implementation Results

Hold path
  • Hold Crit Depth: 0
  • Hold EP: Gray_d1[16]
  • HP Class: reg -> reg
  • Hold Crit Start: Gray[16]

Placed design
  • PortBufs: between 150 and 200
  • RePlAce Congestion: ~0.9
  • Hpwl dp: 20.13 mm

Clock tree
  • Clk pin slew, worst setup/hold paths: about 60 ps
  • Hold Buf Count CTS: 0
  • Post-CTS setup buffer count: 0
  • Post-CTS sizing: 0
  • CTS tree: done
  • H-tree depth: 4
  • Clk buf depth: 2
  • Worst-skew pair later-pin latency: ~420 ps
  • Clock root buffer master: clkbuf_16
  • TritonCTS Buffers: 17
  • CTS Sinks: 126

Detailed routing
  • 1st-iter DRT viols: roughly 370
  • WL final: approximately 26 mm
  • Via/cell ratio: about 5.4
  • # diodes: 0
  • First-pass DRT Iterations: 15
  • DR WL/cell: 14.76 µm
  • Via count: 9531
  • Remaining DRCs: 0
  • Remaining antenna violation count after routing: 0

Global route
  • Global-route wire length before repair: 43.72 mm
  • Vias in the first global route: 9013
  • Grt ovf: 0
  • Global Route Usage Sum: 0.2368
  • Initial antenna violation count: 0
  • Largest net degree at the start of global routing: 59

Pwr
  • Sw Pwr: 0.0009343 W
  • Sequential power share: 0.302
  • P_int: ~0.0016 W
  • Sw Ratio: 0.3722
  • Max IR drop VDD: 0.0001293 V
  • Power per cell area: around 180 nW/µm²
  • Logic gate share of total power: 0.419
  • Clock power share: 0.279
  • Pleak: 6.307 nW

Die
  • Row cnt: 54
  • Chip area: 23250 µm²
  • Core area: around 22000 µm²
  • Chip height: 152.5 µm
  • Io pins: 154
  • Pre-placement core utilization: 0.5141
  • Die W: 152.5 µm

Timing
  • Unrepaired setup endpoints after global routing: no
  • Fmax: 0.1495 GHz
  • Final Max Tran Viols: 0
  • Slew margin rel.: 0.4639
  • Clock skew: 11.60 ps
  • Fin crit share: 0.7515
  • Final hold vios: 0
  • Setup TNS: 0 ps
  • Worst slew pin tran: 798.8 ps
  • Final min period: about 6700 ps
  • # setup viols final: 0

Critical path
  • Critical path type: in -> reg
  • R2r setup slk: ~5900 ps
  • Crit end category: flop
  • Startpoint types: input pin
  • Worst-case reg-to-reg path depth: 11
  • Arr. time, crit path: 7030 ps
  • CP max FO: 4
  • Worst r2r dst: V_cnt[0]
  • Crit Reg-Reg Startpoint: H_cnt[0]
  • Crit path from: I_h_sync[0]
  • Critical Path RT: 9240 ps

Flow run
  • Max Cap Viol: 0
  • OpenROAD warning count: 28

Synthesis
  • Mean Syn Cell Area: 8.612 µm²
  • Ys flop type: dfrtp_1
  • Ys flops: 126
  • YS warnings: 1
  • Synth Instances: 1315
  • Ys cells: between 1000 and 1500
  • Register share after synthesis: 0.2795
  • FFs w/ async S/R, synth: 1.000
  • Post-Synthesis Cell Area: 11320 µm²
  • Post-synth EDFFs: 0
  • YS chip area: between 10000 and 15000 µm²
  • Post-synthesis cell type count: about 67

Run status
  • Status: finished clean

Cells and area
  • P&R area growth vs syn: 20.94%
  • Dominant logic cell types in the final layout: ha_1, clkdlybuf4s50_1, a21oi_1, dfrtp_1, nor2_1
  • Fraction of layout instances using a drive strength above 1: 0.04484
  • Most frequent logic cell in the layout: ha_1
  • Core Util, Final: 0.6218
-- layout make-up --
| cell class | instances | area (µm²) |
|---|---|---|
| Fill cell | 1910 | 8330 |
| Tap cell | 280 | 350.3 |
| Sequential cell | 126 | 3166 |
| Clock inverter | 13 | 152.6 |
| Multi-Input combinational cell | 1060 | 7640 |
| Timing Repair Buffer | 161 | 1589 |
| Inverter | 93 | 355.3 |
| Clock buffer | 19 | 442.9 |
-- worst max path at each step --
| stage | endpoint | cells after the start |
|---|---|---|
| finish | Pout_de_dn[0] | 28 |
| CTS | Pout_de_dn[0] | 28 |
| global route | Pout_de_dn[0] | 28 |
-- flip-flops by register name (all words and copies together) (netlist names) --
register,count
Net_h_trig,1
Color_trig,1
O_hs,1
O_vs,1
Gray_d1,8
Net_v_trig,1
Pout_de_dn,5
De_hcnt,12
H_cnt,12
V_cnt,12
Color_bar,3
Color_trig_num,12
Net_grid,1
Gray,8
Data_tmp,24
Pout_vs_dn,4
Color_cnt,4
Pout_hs_dn,4
De_vcnt,12
-- power by group through the flow --
stage	Sequential, W	Combinational (W)	Clock, W
finish	0.000758	0.00105	0.000700
global route	0.000771	0.00121	0.000744
CTS	0.000757	0.00106	0.000719
-- cell usage after synthesis, types with 3 or more instances --
| master | number | area (µm²) |
|---|---|---|
| nor2b_1 | 26 | 162.7 |
| o31ai_1 | 5 | 37.54 |
| and3_1 | 14 | 87.58 |
| dfrtp_1 | 116 | 2903 |
| nand2b_1 | 23 | 143.9 |
| nand3b_1 | 4 | 30.03 |
| inv_2 | 4 | 15.01 |
| xor2_1 | 65 | 569.3 |
| dfstp_2 | 10 | 262.8 |
| ha_1 | 163 | 2039 |
| o211ai_1 | 7 | 52.55 |
| nand2_1 | 97 | 364.1 |
| a211oi_1 | 5 | 37.54 |
| a2111oi_0 | 6 | 52.55 |
| and2_1 | 11 | 68.82 |
| a31oi_1 | 8 | 50.05 |
| mux2i_1 | 10 | 100.1 |
| or4_1 | 5 | 37.54 |
| or3_1 | 8 | 50.05 |
| clkinv_2 | 5 | 25.02 |
| o22ai_1 | 3 | 18.77 |
| nand4_1 | 23 | 143.9 |
| o21a_1 | 12 | 90.09 |
| a22o_1 | 9 | 78.83 |
| a21boi_1 | 4 | 30.03 |
| fa_1 | 5 | 100.1 |
| or2_1 | 4 | 25.02 |
| o21ai_0 | 25 | 125.1 |
| inv_1 | 84 | 315.3 |
| clkbuf_1 | 30 | 112.6 |
| o21ai_1 | 40 | 200.2 |
| o21bai_1 | 7 | 52.55 |
| a21o_1 | 28 | 210.2 |
| nand3_1 | 31 | 155.2 |
| a21oi_1 | 119 | 595.6 |
| nor3_1 | 32 | 160.2 |
| xnor2_1 | 94 | 823.3 |
| a211o_1 | 18 | 157.7 |
| nor4b_1 | 3 | 26.28 |
| nor4_1 | 14 | 87.58 |
| o2111ai_1 | 3 | 26.28 |
| nor2_1 | 101 | 379.1 |
-- through the flow --
stage          instances  power, W  worst slack (ps)  hold slack [ps]  area (µm²)
3_5_place_dp        1720  0.001819              1832            334.7       13100
5_1_grt             1752  0.002729              1749            351.7       13700
3_3_place_gp        1720  0.001806              1969            333.0       13100
6_report            1752  0.002510              2211            346.8       13700
2_1_floorplan       1315  0.001500              2784            331.2       11320
4_1_cts             1752  0.002538              2196            347.4       13700
-- critical path, cell delays in order --
cell and delay (ps):
clkdlybuf4s50_1 470, ha_1 270, fa_1 410, a21oi_1 190, o2111ai_1 200, nand2_1 120, nand2_1 60, a21oi_1 230
o21bai_1 90, a21oi_1 180, xor2_1 230, ha_1 270, inv_1 60, ha_1 260, and2_1 160, o21ai_0 150
o31ai_1 90, nor2_1 130, xor2_1 160, ha_1 270, a21oi_1 130, o21ai_1 90, or3_1 360, a31oi_1 170
o21ai_0 150, nor2_1 130, o211ai_1 90, a21oi_1 140
-- logic make-up after synthesis --
| logic type | Yosys count | synth area share |
|---|---|---|
| AOI/OAI and AO/OA | 316 | 0.1741 |
| xor gates and xnor gates | 159 | 0.1230 |
| adders and majority gates | 170 | 0.1907 |
| buffers and inverters | 129 | 0.04585 |
| DFF | 126 | 0.2795 |
| muxes | 12 | 0.01083 |
| and+or+nand+nor | 403 | 0.1760 |
-- metal layers --
| layer | global-route usage | share of wire | vias to the layer above |
|---|---|---|---|
| met4 | 0.03704 | 0.016 | 0 |
| met1 | 0.3610 | 0.50 | 4337 |
| met2 | 0.3720 | 0.44 | 187 |
| met5 | 0 | 0 | - |
| met3 | 0.03680 | 0.036 | 32 |
| li1 | - | - | 4975 |
Power is estimated from default activity; no workload was simulated.
